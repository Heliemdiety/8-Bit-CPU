<file path="flow/config.mk">
export PLATFORM = sky130hd
export DESIGN_NAME = register
export DESIGN_NICKNAME = register
export VERILOG_FILES = /design/flow/design.v
export SDC_FILE = /design/flow/constraint.sdc
export NUM_CORES = 4
export LEC_CHECK = 1
export CORE_UTILIZATION = 50
</file>
<file path="flow/constraint.sdc">
current_design register

set clk_period 2.2
set clk_io_pct 0.2

create_clock -name clk0 -period $clk_period [get_ports {clk}]

set non_clock_inputs [all_inputs -no_clocks]
set_input_delay [expr $clk_period * $clk_io_pct] -clock clk0 $non_clock_inputs
set_output_delay [expr $clk_period * $clk_io_pct] -clock clk0 [all_outputs]
</file>
<file path="flow/design.v">
module register (
    input wire clk,                 
    input wire write_enable,           
    input wire [2:0] read_reg1,     
    input wire [2:0] read_reg2,     
    input wire [2:0] write_reg,     
    input wire [7:0] write_data,    
    output wire [7:0] read_data1,   
    output wire [7:0] read_data2    
);
    reg [7:0] registers [7:0];
    integer i;
    initial begin 
        for(i=0; i<8; i=i+1)
            registers[i] = 8'b0;
    end
    assign read_data1 = registers[read_reg1];   
    assign read_data2 = registers[read_reg2];   
    always @(posedge clk) begin
        if (write_enable) begin
            registers[write_reg] <= write_data;  
        end
    end
endmodule
</file>
<file path="flow/run.sh">
#!/bin/bash
# OpenROAD 26Q1-2900-gdf79404cd8, Yosys 0.63+post, stock flow scripts
make -C /OpenROAD-flow-scripts/flow DESIGN_CONFIG=/design/flow/config.mk WORK_HOME=/design/flow/orfs finish
</file>
==> out/qor.yml <==
status: "completed"
regMostFlops: "registers"
dieArea_mm2: 0.00647
postSynthAreaPerCell_um2: 22.8
drcViolationCount: 0
synthCells: 135
cts_buffers: 9
placed_cell_area_mm2: 0.00361
use_met3_pct: 17.4
worst_pin_slew_ns: 0.253
die.size.y_um: 80.5
grt_pass1_vias: 1755
grtUsageMet2_pct: 34.0
cts_tree: "yes"
ys_top_cells_by_area: "edfxtp_1 (62%), mux4_1 (25%), mux2_2 (5.9%), mux4_2 (2.2%), buf_12 (1.3%)"
max_freq_mhz: 462
cts_buffer_depth: 2
die_w_um: 80.5
yosys.area.top_type: "edfxtp_1"
core_mm2: 0.00592
synthTopCellsByCount: "edfxtp_1 (64), mux4_1 (29), mux2_2 (16)"
drive_gt1_share_pct: 45.2
ant_nets: 0
synthToLayoutAreaGrowth_pct: 27.7
diodes: 0
critPathKind: "primary input to output port"
syn_area_mm2: 0.00308
gp_congestion: 0.838
critPathMaxFanout: 7
cp.arrival_ns: 1.72
yosysChipArea_mm2: 0.00308
cts_sinks: 64
ioPinCount: 35
grt_setup_unrepaired: "false"
busiest_layer: "met2"
cts_max_level: 3
fin_crit_sh_pct: 98.3
reg.largest.list: "registers (64)"
vias: 1626
grt_overflow_total: 0
startpoint_type: "primary input"
largest_reg_flops: 64
ys_ff: 64
routed_via_density: 5.75
clk_pin_slew_ns: 0.06
log.warning_count: 27
netlist.area_leader.share_pct: 62.4
top_cell: "edfxtp_1"
hold_class: "primary input to register"
dp_hpwl_um: 3840
ys_types: 13
hold_viol: 0
place_inst: 254
fin_crit_ns: 2.16
flop_cell: "edfxtp_1"
antenna_found_initial: 0
grtUsageTotal_pct: 23.9
row_count: 28
slew_violations: 0
ir_drop_mv: 0.468
routed_wl_um: 6170
ys_seq_share_pct: 62.4
setup_viol: 0
grt_pass1_wl_um: 9270
power.density_mw_per_mm2: 647
dr.pass1.iters: 4
critical_path_required_ns: 1.76
endpoint_kind: "output port"
synth_warnings: 1
drt_iter0_markers: 115
maxSlewHeadroom_pct: 83.1
finish.instance_area_mm2: 0.00393
grt_max_degree: 10
fp_util_pct: 52.0
nFillCells: 401
numPortBuffers: 34
yosys_cells: 135
finalNonFillerCells: 283
holdBufCountCts: 0
leakage_nw: 1.40
async_flop_share_pct: 0
grtUsageMet1_pct: 32.6
synth-edff-count: 64
clock-root-buffer: "clkbuf_8"
avgRoutedWirePerCell_um: 21.8
max-cap-violations: 0
-- per-layer routing --
metal | up-vias | wire length (um) | part of all wire (%)
li1 | 719 | - | -
met1 | 782 | 2090 | 34
met2 | 107 | 2980 | 48
met3 | 18 | 936 | 15
met4 | 0 | 170 | 2.8
met5 | - | 0 | 0
-- metrics by stage --
step / utilization (%) / hold slack (ns) / total power (W) / setup TNS, ns / setup WS (ns)
2_1_floorplan: - / 0.539 / 0.00157 / 0 / 0.308
3_3_place_gp: 61.0 / 1.16 / 0.00172 / -9.69 / -0.628
3_5_place_dp: 61.0 / 1.18 / 0.00172 / -9.83 / -0.647
4_1_cts: 65.3 / 0.821 / 0.00255 / -0.210 / -0.112
5_1_grt: 66.4 / 0.844 / 0.00265 / 0 / 0.00147
6_report: 66.4 / 0.832 / 0.00254 / 0 / 0.0364
-- cell families (layout without fill, tap and decap cells) --
kind of cell,Yosys count,in the layout,synth area share (%)
flip-flops,64,64,62.4
multiplexers,48,48,32.8
AND/OR/NAND/NOR,13,13,1.91
buffers and inverters,10,83,2.85
-- final cells by class --
cell class	instances	area [um2]	area share (%)
clock buffer	15	146	3.72
multi-input combinational	61	1020	25.9
timing repair buffer	67	746	19.0
clock inverter	1	3.75	0.0955
tap	75	93.8	2.39
sequential	64	1920	48.9
-- cell usage in the layout (no fill, tap or decap), drive strengths merged, types with 2 or more instances in the layout --
cell type      synthesis  final
clkdlybuf4s50          0     14
nand2b                 3      3
mux2                  16     16
buf                    8     35
dlymetal6s2s           0      2
edfxtp                64     64
clkdlybuf4s15          0     13
dlygate4sd2            0      2
mux4                  32     32
nand2                  2      2
clkbuf                 2     16
nor2                   6      6
nor3                   2      2
-- power by group --
group	internal [W]	switching, W	leakage (nW)
logic	0.000242	0.000121	0.747
registers	0.00138	0.0000173	0.581
clock network	0.000408	0.000371	0.0734
-- critical path: stages --
cell	delay (ns)
buf_12	0.10
buf_12	0.13
buf_6	0.09
mux4_2	0.50
mux2_4	0.28
clkdlybuf4s15_1	0.17
-- worst paths after layout --
| kind | start | endpoint | slack [ns] | cells after the start |
|---|---|---|---|---|
| min | write_data[3] | registers[4][3] | 0.83 | 1 |
| max | read_reg2[0] | read_data2[5] | 0.04 | 6 |
-- repair_timing --
action / in CTS / in global routing
endpoints found under the setup margin: 16 / 12
gates resized: 93 / 18
setup buffers: 6 / 4
cloned: 3 / 0
endpoints found under the hold margin: 0 / 0
Power is estimated from default activity; no workload was simulated.
